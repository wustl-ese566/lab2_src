`design/flow/design.v`:
```
`timescale 1ns / 1ps
module multiplier(
    rst,
    clk,
    req_msg_a,
    req_msg_b,
    req_val,
    req_rdy,
    resp_msg,
    resp_val,
    resp_rdy
    );
    input  rst; 
    input  clk; 
    input  [31:0] req_msg_a; 
    input  [31:0] req_msg_b; 
    input  req_val; 
    output req_rdy; 
    output [63:0] resp_msg; 
    output resp_val; 
    input  resp_rdy; 
    assign resp_val = req_val;
    assign req_rdy  = 1'b1;
    wire [31:0] temp00 = req_msg_b[0]  ? req_msg_a: 32'h00000000; 
    wire [31:0] temp01 = req_msg_b[1]  ? req_msg_a: 32'h00000000; 
    wire [31:0] temp02 = req_msg_b[2]  ? req_msg_a: 32'h00000000; 
    wire [31:0] temp03 = req_msg_b[3]  ? req_msg_a: 32'h00000000; 
    wire [31:0] temp04 = req_msg_b[4]  ? req_msg_a: 32'h00000000; 
    wire [31:0] temp05 = req_msg_b[5]  ? req_msg_a: 32'h00000000; 
    wire [31:0] temp06 = req_msg_b[6]  ? req_msg_a: 32'h00000000; 
    wire [31:0] temp07 = req_msg_b[7]  ? req_msg_a: 32'h00000000; 
    wire [31:0] temp08 = req_msg_b[8]  ? req_msg_a: 32'h00000000; 
    wire [31:0] temp09 = req_msg_b[9]  ? req_msg_a: 32'h00000000; 
    wire [31:0] temp10 = req_msg_b[10] ? req_msg_a: 32'h00000000; 
    wire [31:0] temp11 = req_msg_b[11] ? req_msg_a: 32'h00000000; 
    wire [31:0] temp12 = req_msg_b[12] ? req_msg_a: 32'h00000000; 
    wire [31:0] temp13 = req_msg_b[13] ? req_msg_a: 32'h00000000; 
    wire [31:0] temp14 = req_msg_b[14] ? req_msg_a: 32'h00000000; 
    wire [31:0] temp15 = req_msg_b[15] ? req_msg_a: 32'h00000000; 
    wire [31:0] temp16 = req_msg_b[16] ? req_msg_a: 32'h00000000; 
    wire [31:0] temp17 = req_msg_b[17] ? req_msg_a: 32'h00000000; 
    wire [31:0] temp18 = req_msg_b[18] ? req_msg_a: 32'h00000000; 
    wire [31:0] temp19 = req_msg_b[19] ? req_msg_a: 32'h00000000; 
    wire [31:0] temp20 = req_msg_b[20] ? req_msg_a: 32'h00000000; 
    wire [31:0] temp21 = req_msg_b[21] ? req_msg_a: 32'h00000000; 
    wire [31:0] temp22 = req_msg_b[22] ? req_msg_a: 32'h00000000; 
    wire [31:0] temp23 = req_msg_b[23] ? req_msg_a: 32'h00000000; 
    wire [31:0] temp24 = req_msg_b[24] ? req_msg_a: 32'h00000000; 
    wire [31:0] temp25 = req_msg_b[25] ? req_msg_a: 32'h00000000; 
    wire [31:0] temp26 = req_msg_b[26] ? req_msg_a: 32'h00000000; 
    wire [31:0] temp27 = req_msg_b[27] ? req_msg_a: 32'h00000000; 
    wire [31:0] temp28 = req_msg_b[28] ? req_msg_a: 32'h00000000; 
    wire [31:0] temp29 = req_msg_b[29] ? req_msg_a: 32'h00000000; 
    wire [31:0] temp30 = req_msg_b[30] ? req_msg_a: 32'h00000000; 
    wire [31:0] temp31 = req_msg_b[31] ? req_msg_a: 32'h00000000; 
    assign resp_msg = 
        {temp00} +
        {temp01, 1'h0} + 
        {temp02, 2'h0} + 
        {temp03, 3'h0} + 
        {temp04, 4'h0} + 
        {temp05, 5'h00} + 
        {temp06, 6'h00} + 
        {temp07, 7'h00} + 
        {temp08, 8'h00} + 
        {temp09, 9'h000} + 
        {temp10, 10'h000} + 
        {temp11, 11'h000} + 
        {temp12, 12'h000} + 
        {temp13, 13'h0000} + 
        {temp14, 14'h0000} + 
        {temp15, 15'h0000} + 
        {temp16, 16'h0000} + 
        {temp17, 17'h00000} + 
        {temp18, 18'h00000} + 
        {temp19, 19'h00000} + 
        {temp20, 20'h00000} + 
        {temp21, 21'h000000} + 
        {temp22, 22'h000000} + 
        {temp23, 23'h000000} + 
        {temp24, 24'h000000} + 
        {temp25, 25'h0000000} + 
        {temp26, 26'h0000000} + 
        {temp27, 27'h0000000} + 
        {temp28, 28'h0000000} + 
        {temp29, 29'h00000000} + 
        {temp30, 30'h00000000} +
        {temp31, 31'h00000000};
endmodule
```
`design/flow/run.sh`:
```
#!/bin/bash
# OpenROAD 26Q1-2900-gdf79404cd8, Yosys 0.63+post, stock flow scripts
make -C /OpenROAD-flow-scripts/flow DESIGN_CONFIG=/design/flow/config.mk WORK_HOME=/design/flow/orfs finish
```
`design/flow/config.mk`:
```
export PLATFORM = sky130hd
export DESIGN_NAME = multiplier
export DESIGN_NICKNAME = multiplier
export VERILOG_FILES = /design/flow/design.v
export SDC_FILE = /design/flow/constraint.sdc
export NUM_CORES = 4
export LEC_CHECK = 1
export CORE_UTILIZATION = 40
```
`design/flow/constraint.sdc`:
```
current_design multiplier

set clk_period 28.9
set clk_io_pct 0.2

create_clock -name clk0 -period $clk_period

set non_clock_inputs [all_inputs -no_clocks]
set_input_delay [expr $clk_period * $clk_io_pct] -clock clk0 $non_clock_inputs
set_output_delay [expr $clk_period * $clk_io_pct] -clock clk0 [all_outputs]
```
==> ci_impl_report.md <==
### Yosys + OpenROAD results

| Metric | Value |
|---|---|
| Crit path to | resp_msg[56] |
| CP startpoint | req_msg_b[23] |
| CLK BUF | 0 |
| DIE AREA | 82700 um2 |
| Largest net degree at the start of global routing | 33 |
| Max Cap Violations | 0 |
| GRT Util Overall | 0.240 |
| DP HPWL | 67900 um |
| Die Height | 288 um |
| Number of antenna-violating nets in the routed design | 0 |
| Vias in the first global route | 25700 |
| First-pass GRT wire length | 143000 um |
| GR Overflow Total | 0 |
| Fill count | 7949 |
| Area growth syn-to-layout | 7.02% |
| DR iter-0 viols | 768 |
| Slew @ Worst Pin | 0.892 ns |
| RSZ-0062 raised after global routing | false |
| Post-Syn Area per Cell | 8.86 um2 |
| Final-report hold violation count | 0 |
| Ratio of final minimum period to clock period | 0.708 |
| RD Place Congestion | 0.948 |
| Initial antenna violation count | 2 |
| Most numerous logic cell after layout | fa_1 |
| Synth area leader | fa_1 |
| Critical Setup Path Class | in -> out |
| Fin crit period | 20.47 ns |
| DRC Markers | 0 |
| Drt first pass iters | 22 |
| Row cnt | 104 |
| Post-Route WL | 87700 um |
| Final setup viols | 0 |
| Worst setup SP type | input port |
| Top cells by area, synth | fa_1 (55%), inv_1 (9.9%), ha_1 (9.9%) |
| Via count | 23900 |
| Cell Type Count | 62 |
| Worst hold path type | in -> out |
| Die X | 288 um |
| Post-synthesis cell area | 32600 um2 |
| Fmax | 48.8 MHz |
| Floorplan Utilization | 0.404 |
| CP required | 23.12 ns |
| Worst relative slew slack | 0.405 |
| Cts hold-fix bufs | 0 |
| Top Layout Cells | fa_1 (902), inv_1 (863), nand2_1 (750), and2_1 (320), ha_1 (257) |
| Seq_cells | 0 |
| Vias per inst | 5.06 |
| Crit. End Element | output pin |
| # IOs | 134 |
| Warnings from Yosys | 0 |
| Share of cells above drive strength 1 | 0.0216 |
| IO Port Bufs | 128 |
| # Cells Yosys | 3682 |
| Status | completed |
| Area leader share | 0.553 |
| CP Max Fanout | 23 |
| Setup TNS | 0 ns |
| YS chip area | 32600 um2 |
| Final Max Tran Viols | 0 |
| CP arrival | 14.69 ns |
| Diode count | 0 |
| Area occupied by registers | 0 um2 |
| Log Warnings | 35 |
| Post CTS Setup Buffer Count | 0 |
| Post-cts sizing count | 0 |
| Drt wl/cell | 18.6 um |
| Synth Instances | 3682 |
| Core ar. | 80700 um2 |
| Synth Seq Share | 0 |
-- critical path, stage by stage --
cell and delay [ns]:
clkdlybuf4s50_1 0.79, buf_4 0.45, nand2_1 0.14, fa_1 0.55, inv_1 0.07, fa_1 0.54
fa_1 0.58, fa_1 0.44, fa_1 0.54, inv_1 0.04, fa_1 0.47, inv_1 0.05
fa_1 0.45, ha_1 0.29, ha_1 0.36, and4_1 0.28, a211oi_1 0.36, a2bb2oi_1 0.63
a21oi_1 0.18, nor3_1 0.69, o21ai_0 0.23, xor2_1 0.22, clkdlybuf4s50_1 0.49
-- worst min path at each step --
stage / start / endpoint / slack (ns) / cells after the start
after global routing: req_val / resp_val / 11.56 / 0
after CTS: req_val / resp_val / 11.56 / 0
final: req_val / resp_val / 11.56 / 0
-- Yosys cell counts (9+ instances only) --
cell,number
fa_1,902
inv_1,863
nand2_1,750
and2_1,320
ha_1,257
clkbuf_1,206
a21oi_1,59
a21o_1,37
nor2_1,36
xnor2_1,36
o21ai_0,30
xor2_1,15
nand3_1,14
and3_1,13
nand4_1,12
o21bai_1,12
a31oi_1,11
nor3_1,11
a211oi_1,9
-- logic make-up after synthesis --
logic type | Yosys count | synth area share
XOR/XNOR | 51 | 0.0137
AND-OR/OR-AND | 211 | 0.0430
adder cells (fa/ha/maj) | 1159 | 0.652
buffers and inverters | 1078 | 0.125
AND/OR/NAND/NOR | 1179 | 0.166
other | 1 | 0.000115
multiplexers | 3 | 0.000959
-- layer usage --
metal / GRT usage / part of all wire
met1: 0.320 / 0.38
met2: 0.370 / 0.48
met3: 0.115 / 0.12
met4: 0.0483 / 0.025
met5: 0.0174 / 0.0024
-- stage by stage --
stage	hold slack, ns	setup WS [ns]	std cells	instance area (um2)	utilization
after floorplan	11.63	10.72	3682	32600	-
after global placement	11.56	8.33	4723	34900	0.433
after detailed placement	11.56	8.30	4723	34900	0.433
after CTS	11.56	8.29	4723	34900	0.433
after global routing	11.56	7.91	4723	34900	0.433
final	11.56	8.43	4723	34900	0.433
-- final cells by class --
type,count,area [um2],area share
inverter,863,3240,0.0928
multi-input combinational,2604,28600,0.818
timing repair buffer,196,1790,0.0513
tap,1060,1330,0.0380
